File: flow/config.mk
export PLATFORM = sky130hd
export DESIGN_NAME = lcd_controller
export DESIGN_NICKNAME = lcd_controller
export VERILOG_FILES = /design/flow/design.v
export SDC_FILE = /design/flow/constraint.sdc
export NUM_CORES = 4
export LEC_CHECK = 1
export CORE_UTILIZATION = 50
File: flow/constraint.sdc
current_design lcd_controller

set clk_period 4.1
set clk_io_pct 0.2

create_clock -name clk0 -period $clk_period [get_ports {SYS_CLK_50M}]

set non_clock_inputs [all_inputs -no_clocks]
set_input_delay [expr $clk_period * $clk_io_pct] -clock clk0 $non_clock_inputs
set_output_delay [expr $clk_period * $clk_io_pct] -clock clk0 [all_outputs]
File: flow/design.v
`timescale 1ns / 1ps
module lcd_controller(
				SYS_CLK_50M,		 
				SYS_RST,				 
				LCD_RS,				 
				LCD_RW,				 
				LCD_E,				 
				LCD_DATA,			 
				SF_OE,				 
				SF_CE,				 
				SF_WE					 
    );
	input SYS_CLK_50M;
	input SYS_RST;
	output LCD_RS;
	output LCD_RW;
	output LCD_E;
	output [7:4]LCD_DATA;
	output SF_OE;
	output SF_CE;
	output SF_WE;
	reg LCD_RS;
	reg LCD_E;
	reg [7:4]LCD_DATA;
	reg [5:0]state;
	reg [20:0]timer;
	assign LCD_RW = 0;	 
	assign SF_OE = 1'b1;
	assign SF_CE = 1'b1;
	assign SF_WE = 1'b1;
	always @ (posedge SYS_CLK_50M or posedge SYS_RST)
	begin
		if (SYS_RST == 1'b1) 
			begin 
				timer <= 0; 
				state <= 0; 
				LCD_E <= 0;
				LCD_RS <= 0;
				LCD_DATA <= 4'b0000;
			end
		else
			begin
				case (state)
					0: begin
							LCD_RS <= 0; LCD_E <= 0; LCD_DATA <= 4'b0000;
							if (timer == 750000) 	 
								begin 
									LCD_E <= 1;
									LCD_DATA <= 4'b0011;		 
									timer <= 0;	state <= state + 1; end
							else	timer <= timer + 1;
						end	 
					1: begin
							if (timer == 12)				 
								begin 
									LCD_E <= 0; 			 
									LCD_DATA <= 4'b0000;		 
									timer <= 0; state <= state + 1; 
								end
							else timer <= timer + 1;
						end	 
					2: begin			
							if (timer == 205000)		 
								begin 
									LCD_E <= 1;
									LCD_DATA <= 4'b0011;		 
									timer <= 0; state <= state + 1; 
								end
							else	timer <= timer + 1;
						end	 
					3:	begin
							if (timer == 12)			 
								begin
									LCD_E <= 0;					 
									LCD_DATA <= 4'b0000;		 
									timer <= 0; state <= state + 1; 
								end
							else	timer <= timer + 1;
						end	 
					4: begin
							if (timer == 5000)		 
								begin
									LCD_E <= 1;
									LCD_DATA <= 4'b0011; 	 
									timer <= 0; state <= state + 1;	
								end
							else	timer <= timer + 1;
						end	 
					5: begin
							if (timer == 12)			 
								begin 
									LCD_E <= 0; 				 
									LCD_DATA <= 4'b0000;		 
									timer <= 0;	state <= state + 1; 
								end
							else	timer <= timer + 1;
						end	 
					6: begin
							if (timer == 2000)		 
								begin	
									LCD_E <= 1;
									LCD_DATA <= 4'b0010;		 
									timer <= 0;	state <= state + 1;	
								end
							else	timer <= timer + 1;
						end	 
					7: begin
							if (timer == 12)			 
								begin	
									LCD_E <= 0;				 
									LCD_DATA <= 4'b0000;		 
									timer <= 0; state <= state + 1;	
								end
							else	timer <= timer + 1;
						end	 
					8:	begin
							if (timer == 2000)	 
								begin	
									LCD_E <= 1; 
									LCD_DATA <= 4'b0010;  
									timer <= 0; state <= state + 1; 
								end
							else	timer <= timer + 1;
						end	 
					9: begin
							LCD_E <= 0;				
							if (timer == 50)		 
								begin 
									LCD_E <= 1; 
									LCD_DATA <= 4'b1000;  
									timer <= 0; state <= state + 1; 
								end  
							else	timer <= timer + 1;
						 end	 
					10: begin
							LCD_E <= 0; 
							if (timer == 2000)	 
								begin 
									LCD_E <= 1; 
									LCD_DATA <= 4'b0000;  
									timer <= 0; state <= state + 1; end  
							else	timer <= timer + 1;
						end	 
					11: begin 
							LCD_E <= 0;
							if (timer == 50)  
								begin 
									LCD_E <= 1;
									LCD_DATA <= 4'b0110;  
									timer <= 0; state <= state + 1; 
								end
							else timer <= timer + 1;
						 end	 
					12: begin
							LCD_E <= 0;		
							if (timer == 2000)	 
								begin 
									LCD_E <= 1;
									LCD_DATA <= 4'b0000;  
									timer <= 0;  timer <= 0; state <= state + 1; 
								end  
							else	timer <= timer + 1;
						 end	 
					13: begin
							LCD_E <= 0; 
							if (timer == 50)	 
								begin	
									LCD_E <= 1;
									LCD_DATA <= 4'b1100;  
									timer <= 0; state <= state + 1; end  
							else	timer <= timer + 1;
						 end	 
					14: begin 
							LCD_E <= 0;  
							if (timer == 2000)	 
								begin 
									LCD_E <= 1; 
									LCD_DATA <= 4'b0000;  
									timer <= 0; state <= state + 1; end
							else timer <= timer + 1;
						 end	 
					15: begin
							LCD_E <= 0;					
							if (timer == 50)		 
								begin 
									LCD_E <= 1; 
									LCD_DATA <= 4'b0001;  
									timer <= 0; state <= state + 1; end  
							else	timer <= timer + 1;
						 end	 
					16: begin 
							LCD_E <= 0; 
							if (timer == 2000)	 
								begin
									LCD_E <= 1; 
									LCD_DATA <= 4'b1000;  
									timer <= 0; state <= state + 1;
								end
							else timer <= timer + 1;
						end	 
					17: begin
							LCD_E <= 0;				
							if (timer == 50)		 
								begin 
									LCD_E <= 1; 
									LCD_DATA <= 4'b0000;  
									timer <= 0; state <= state + 1; 
								end  
							else	timer <= timer + 1;
						 end	 
					18: begin 
							LCD_E <= 0;
							if (timer == 2000)	 
								begin
									LCD_RS <= 1; LCD_E <= 1;
									LCD_DATA <= 4'b0100;  
									timer <= 0; state <= state + 1; 
								end
							else timer <= timer + 1;
						 end	 
					19: begin
							LCD_E <= 0;				
							if (timer == 50)		 
								begin timer <= 0; LCD_E <= 1; LCD_DATA <= 4'b0001; state <= 0; end   
							else	timer <= timer + 1;
						 end	 
				endcase	
			end	 
	end	 
endmodule
File: flow/run.sh
#!/bin/bash
# OpenROAD 26Q1-2900-gdf79404cd8, Yosys 0.63+post, stock flow scripts
make -C /OpenROAD-flow-scripts/flow DESIGN_CONFIG=/design/flow/config.mk WORK_HOME=/design/flow/orfs finish
==> impl_report.txt <==
==== FLOW RESULTS ====
----------------------------------------------------
[Run status]
  Result of the run ........................ completed

[Route]
  Total wirelength of the detailed-routed design ........................ 5280 um
  Final routed DRC violation total ........................ 0
  Count of vias placed by the detailed router ........................ 1,900
  Antenna-violating nets left ........................ 0
  Ant diodes ........................ 0
  Avg WL per Cell ........................ 17.0 um
  DRT Pass-1 Iters ........................ 4
  1st-iter DRT viols ........................ 174
  Via density per instance ........................ 6.11

[Synth]
  Share of async-settable or async-resettable flops after synthesis ........................ 100%
  Fraction of the yosys area taken by sequential cells ........................ 36.6%
  Synthesis-stage register bit count ........................ 33
  Post-synth design cell area ........................ 2260 um^2
  Average cell area after synthesis ........................ 8.79 um^2
  Ys flop type ........................ sky130_fd_sc_hd__dfrtp_1
  Synth unique cells ........................ 54
  Instance count of the mapped netlist ........................ 257
  Number of warnings printed during yosys synthesis ........................ 1
  Yosys top cell by area ........................ sky130_fd_sc_hd__dfrtp_1
  Total cell area reported by yosys after synthesis ........................ 2260 um^2
  Number of synthesized flops with an enable pin ........................ 0
  Area leader share ........................ 36.6%
  Most area-consuming cells after synthesis ........................ sky130_fd_sc_hd__dfrtp_1 (37%), sky130_fd_sc_hd__nor2_1 (4.7%), sky130_fd_sc_hd__ha_1 (3.9%)
  Number of cells in Yosys stat ........................ 257

[Layout]
  Most numerous logic cell after layout ........................ sky130_fd_sc_hd__dfrtp_1
  Top cells excl fill/tap ........................ sky130_fd_sc_hd__dfrtp_1 (33), sky130_fd_sc_hd__nor2_1 (28), sky130_fd_sc_hd__nand2_1 (16)
  Fraction of final layout cells sized beyond drive strength 1 ........................ 10.4%
  Filler cell count ........................ 394
  Post-layout instance area ........................ 2430 um^2
  Syn-to-layout area delta ........................ 7.42%

[Final timing]
  Setup clock skew after layout ........................ 0.0121 ns
  Share of the cycle needed by the critical path after routing ........................ 72.0%
  Slew of the pin with the lowest slew margin ........................ 0.866 ns
  Final setup vio count ........................ 0
  Final number of max-transition violations ........................ 0
  Relative max-transition margin ........................ 40.7%
  Sum of negative setup slack ........................ 0 ns
  RSZ-0062 raised after global routing ........................ no
  Number of hold-slack violations in the final timing report ........................ 0
  Min Tclk post-route ........................ 2.95 ns
  Timing-limited maximum frequency ........................ 0.339 GHz

[Clock network]
  Hold-fix buffers at CTS ........................ 0
  Source-to-sink clock delay at the later pin of the worst-skew pair ........................ 0.28 ns
  # Post-CTS Setup Buffers ........................ 0
  Clock sinks ........................ 33
  Root Buffer ........................ sky130_fd_sc_hd__clkbuf_8
  Clock input transition at the sequential cells of the worst setup and hold paths ........................ 0.07 ns
  Number of cells upsized or downsized after cts ........................ 0
  CTS tree ........................ yes
  Number of buffers created by CTS ........................ 5
  Clock tree buffer depth ........................ 2
  H-tree levels ........................ 2

[Die]
  Die width ........................ 69.2 um
  Core box area ........................ 4350 um^2
  Number of top-level pins ........................ 12
  Initial Utilization ........................ 51.9%
  Floorplan die area ........................ 4790 um^2
  Total number of placement rows ........................ 24
  Height of the die ........................ 69.2 um

[Flow run]
  Count of tool warnings ........................ 30
  Maximum Capacitance Violations ........................ 0

[Setup path]
  Element type at the critical path end ........................ flop
  Data required time of the worst path ........................ 4.23 ns
  Ordered cell list for the critical path ........................ inv_1, ha_1, nor2_1, nor3_1, or4_1, nor3_1, a31oi_1, nor2_1, nor2_1
  Top fanout value on the critical path ........................ 11
  Delay contributed by the slowest stage of the critical path ........................ 0.67 ns
  Class of the most critical setup path ........................ flop to flop
  Cell repeated most along the worst path ........................ sky130_fd_sc_hd__nor2_1
  Critical path's slowest cell ........................ sky130_fd_sc_hd__or4_1
  Worst Path Arrival ........................ 3.08 ns
  Kind of start point of the critical path ........................ flop
  Cell family with most CP delay ........................ simple AND/OR/NAND/NOR gates
  Crit path buf inv count ........................ 1

[Global route]
  Global-route wire length before repair ........................ 8860 um
  Vias in the first global route ........................ 1,809
  Pin count of the biggest net entering global routing ........................ 34
  Total grt overflow ........................ 0
  Initial antenna violation count ........................ 0
  GRT Resource Usage Total ........................ 23.9%

[Placed design]
  Final estimated routing congestion in global placement ........................ 0.986
  Total placed instance area ........................ 2320 um^2
  Port Buffers ........................ 7
  Detailed-placement wirelength estimate ........................ 3860 um

[Power]
  Power density over the cells ........................ 258 nW/um^2
  Static leakage power ........................ 1.12 nW
  Peak VDD IR ........................ 0.165 mV

[Hold path]
  Type of the most critical hold path ........................ flop to flop

----------------------------------------------------
-- routing by layer --
layer	track usage, %	routed length (um)	share of wire (%)	up-vias
met2	38.5	2600	49	41
met5	0	0	0	-
met3	3.39	212	4.0	4
met1	36.2	2410	46	933
met4	4.08	53	1.0	0
li1	-	-	-	922
-- path summary, 6_finish.rpt --
kind	slack, ns	start	end	depth (start not counted)
worst max-delay path	1.15	state[1]	timer[19]	9
worst min-delay path	0.48	LCD_RS	LCD_RS	1
worst max register to register	1.15	state[1]	timer[19]	9
worst min register to register	0.48	LCD_RS	LCD_RS	1
max in group asynchronous	2.85	SYS_RST	timer[18]	3
min in group asynchronous	0.93	SYS_RST	LCD_DATA[7]	3
-- through the flow --
step	hold slack (ns)	util [%]	power, mW	setup WS (ns)	instances
3_3_place_gp	0.470	53.3	0.340	1.19	304
3_5_place_dp	0.473	53.3	0.340	1.18	304
5_1_grt	0.523	55.7	0.653	0.909	311
4_1_cts	0.489	55.7	0.632	1.14	311
6_report	0.481	55.7	0.627	1.15	311
2_1_floorplan	0.425	-	0.339	1.75	259
-- kinds of logic after synthesis --
group,count (synthesis),share of synthesized area (%)
other cells,2,0.333
buf+inv,27,5.82
flops,33,36.6
simple gates,123,30.4
compound gates,42,13.3
xor+xnor,16,6.20
fa+ha+maj,7,3.88
mux,7,3.49
-- layout make-up --
cell class | count | area (um^2) | area share (%)
clock inverter | 2 | 35.0 | 1.44
sequential | 33 | 826 | 34.0
clock buffer | 5 | 68.8 | 2.84
tap | 52 | 65.1 | 2.68
timing repair buffer | 8 | 77.6 | 3.20
multi-input combinational | 199 | 1310 | 53.9
inverter | 12 | 45.0 | 1.86
-- flip-flops by register name, summed over array words and instances, names as in the netlist --
| register | cells |
|---|---|
| timer | 21 |
| state | 6 |
| LCD_DATA | 4 |
| LCD_E | 1 |
| LCD_RS | 1 |
-- synth_stat cells, drive strengths merged, types with 3 or more instances --
master,instances
nand2,17
nor3,9
nand4,6
nand3,15
nor4,6
o211ai,3
or3,4
dfrtp,33
inv,12
nor2,30
or2,4
o21ai,4
ha,7
a31oi,9
a21oi,10
xor2,10
mux2,7
and3,11
and4,3
buf,11
clkbuf,4
nor4b,3
xnor2,6
or4,3
-- power breakdown --
group / internal, mW / leakage (nW) / switching [mW]
Sequential: 0.325 / 0.451 / 0
Combinational: 0.00152 / 0.611 / 0.00664
Clock: 0.177 / 0.0540 / 0.117
Power figures rest on the tool's default switching activity, not on a simulated workload.
